[flow/design.v]
`timescale 1ns / 1ps
module debounce(input clk, input btn_input, output btn_output);
parameter DEBOUNCE_PERIOD = 2_000_000;  
reg [$clog2(DEBOUNCE_PERIOD):0] counter;
assign btn_output = (counter == DEBOUNCE_PERIOD);
always@(posedge clk) begin
  if (btn_input == 0)
    counter <= 0;
  else
    counter <= counter + (counter != DEBOUNCE_PERIOD);
end
endmodule
`timescale 1ns / 1ps
module player(
    input  clk,
    input  reset_n,
    input  [3:0] usr_btn,
    input  [1:0] game_state,
    output [11:0] x,
    output [11:0] y
);
reg  [31:0] player_clock;
reg  [31:0] player_vclock;
wire [9:0]  pos;
wire [9:0]  posv;
reg [26:0] speed;
reg [26:0] speed_clk;
wire btn_level, btn_pressed;
reg  prev_btn_level;
localparam VBUF_W = 320;  
localparam VBUF_H = 240;  
localparam PLAYER_W      = 41;  
localparam PLAYER_H      = 42;  
parameter gravity = 27'd1;  
parameter init_speed = 27'd4; 
debounce btn_db(
  .clk(clk),
  .btn_input(usr_btn[1]),
  .btn_output(btn_level)
);
assign x = player_clock[31:20];  
assign y = {2'b00,player_vclock[31:22]};  
reg face;
reg facev;
always @(posedge clk) begin
  if (~reset_n || game_state == 1) begin
    player_clock[31:20] <= {VBUF_W - PLAYER_W - 1};
    face <= 1;
  end else if(face==1 && ~(player_clock[31:20]+ PLAYER_W > VBUF_W) && usr_btn[0]==1)
    player_clock <= player_clock + 1;
  else if(face==0 && ~(player_clock[31:20] <= 160) && usr_btn[2]==1)
    player_clock <= player_clock - 1;
  if (usr_btn[0]==1) begin
     face<=1 ;
  end else if(usr_btn[2]==1) begin
     face<=0;
  end
end
always @(posedge clk) begin
  if (~reset_n || game_state == 1) begin
     player_vclock[31:22] <= VBUF_H - PLAYER_H -21;
  end else if (facev == 1 && player_vclock[31:22] > 0) begin
     player_vclock <= player_vclock - speed;
  end else if (facev == 0 && player_vclock[31:22] + PLAYER_H < VBUF_H -20) begin
     player_vclock <= player_vclock + speed;
  end
end
always @(posedge clk) begin
  if (~reset_n)
    prev_btn_level <= 0;
  else
    prev_btn_level <= btn_level;
end
assign btn_pressed = (btn_level == 1 && prev_btn_level == 0)? 1 : 0;
always @(posedge clk) begin
  if (~reset_n) begin
    speed <= 0;
    facev <= 1;
    speed_clk <=0;
  end else if (btn_pressed && player_vclock[31:22] == (VBUF_H - PLAYER_H - 20)) begin
    speed <= 20;
    facev <= 1;
  end else if (facev == 1 && speed_clk > 27'd8388608) begin
    if (speed == 0 ) facev <= 0;
    else     speed <= speed - 4;
    speed_clk <= 0;
  end else if (facev == 0 && player_vclock[31:22] + PLAYER_H < VBUF_H -20 && speed_clk > 27'd8388608) begin
    speed <= speed + 2;
    speed_clk <= 0;
  end else
    speed_clk = speed_clk +1;
end
endmodule
[flow/run.sh]
#!/bin/bash
# OpenROAD 26Q1-2900-gdf79404cd8, Yosys 0.63+post, stock flow scripts
make -C /OpenROAD-flow-scripts/flow DESIGN_CONFIG=/design/flow/config.mk WORK_HOME=/design/flow/orfs finish
[flow/config.mk]
export PLATFORM = sky130hd
export DESIGN_NAME = player
export DESIGN_NICKNAME = player
export VERILOG_FILES = /design/flow/design.v
export SDC_FILE = /design/flow/constraint.sdc
export NUM_CORES = 4
export LEC_CHECK = 1
export CORE_UTILIZATION = 40
[flow/constraint.sdc]
current_design player

set clk_period 10.0
set clk_io_pct 0.2

create_clock -name clk0 -period $clk_period [get_ports {clk}]

set non_clock_inputs [all_inputs -no_clocks]
set_input_delay [expr $clk_period * $clk_io_pct] -clock clk0 $non_clock_inputs
set_output_delay [expr $clk_period * $clk_io_pct] -clock clk0 [all_outputs]
==> flow_summary.toml <==
# generated from flow reports
[run_status]
status = "complete, no violations"

[synth]
synth_chip_area_mm2 = 0.01007
yosysTopAreaCell = "dfxtp_1"
async_flop_share = 0
synthTopCellsByCount = "138 x nor2_1, 100 x dfxtp_1, 96 x nand2_1"
syn_inst = 1256
synth_top_area_share = 0.1988
post_synth_xor_area_fraction = 0.09568
flop_cell = "dfxtp_1"
topCellsByArea = "dfxtp_1 20%, edfxtp_1 12%, ha_1 7.8%"
ys_cells = 1256
synth-compound-area-share = 0.1791
synth-simple-area-share = 0.2548
netlist_area_mm2 = 0.01007
edf_count = 41
top_cell = "nor2_1"
yosys.cell_types.count = 75
mux_area_frac = 0.002982
top_logic_kind = "simple AND/OR/NAND/NOR gates"
numSynthFlops = 141
ys_warn_count = 2
syn_avg_cell_area_um2 = 8.017
fa_ha_area_frac = 0.08226
yosysSeqAreaShare = 0.3211

[final_timing]
drv_slew = 0
slew_headroom = 0.4258
clock.fmax_ghz = 0.2455
rsz0062_at_grt = "false"
setup_viol = 0
tightest_slew_ns = 0.8612
hold_viol = 0
period_used_share = 0.4073
fin_crit_ns = 4.073
layout_setup_ws_ns = 5.928
skew_ns = 0.01367
fin_tns_setup_ns = 0

[finish]
ff_latch_area_mm2 = 0.003233
drive_gt1_frac = 0.05423
area_delta_synth_final_pct = 9.915
logic_area_mm2 = 0.006213
fillers = 2382
final_area_mm2 = 0.01107

[power_and_ir_drop]
p_per_area_mw_per_mm2 = 159.6
total_leakage_power_nw = 3.952
ir_drop_v = 0.00009261

[global_route]
grt_pass1_vias = 7910
grt_busiest_layer = "met1"
grtUsageMet1 = 0.3149
grt_usage = 0.1921
use_met2 = 0.2778
met3_usage = 0.03188
antenna_found_initial = 0
grt_max_degree = 26
grt_pass1_wl_mm = 39.90
grt-ovfl-total = 0

[clocking]
cts.sinks = 141
htreeDepth = 4
cts_hold_buf = 0
clk_pin_slew_ns = 0.06
cts_buffer_depth = 2
ctsResizeCount = 0
cts_made_buffers = 17
cts_root_buffer = "clkbuf_16"
clk_latency_ns = 0.42
postCtsSetupRepairBufs = 0
cts_tree = "done"

[drt]
drt_wl_total_mm = 23.64
dr.first_iter.drc_count = 648
ant_nets = 0
vias = 8535
insertedDiodeCount = 0
dr.pass1.iters = 6
routed_via_density = 5.409
drc = 0
detail_route.wl_per_cell_um = 14.98

[critical_path]
path_class = "input port to flip-flop"
cp.arrival_ns = 4.39
r2r_slack_ns = 6.17
path_max_fanout = 12
cpMaxStageDelayCell = "clkdlybuf4s50_1"
path_cells = "clkdlybuf4s50_1, o2111a_1, and3_1, nand2_1, nor2_1, a21oi_1, nor4_1, xnor2_1, nor2_1"
crit_end = "player_clock[29]"
start_kind = "input port"
critPathCaptureType = "flip-flop"
critPathMaxStageDelay_ns = 0.48
cpMostUsedCell = "nor2_1"
setup.worst_path.start = "usr_btn[0]"
cp.required_ns = 10.31
rr_worst_depth = 9
timing.rr.start = "speed[7]"
r2r_end = "speed[4]"

[placed_design]
port_buffers = 28
globalplace.congestion = 0.9313
dp_slack_ns = 5.501
dpl-instance-area_mm2 = 0.01047
hpwl_mm = 17.12

[die]
fp.dieH_um = 160.7
die_w_um = 160.7
die_area_mm2 = 0.02581
fp-utilization = 0.4104
core.rowCount = 57
coreArea_mm2 = 0.02453
io_pins = 32

[worst_hold_path]
hp-start = "player_clock[31]"
hold_path_class = "flip-flop to flip-flop"

[run]
warnings = 56
cap_violations = 0
[per-stage QoR]
stage	power, mW	hold WS [ns]	util	cells
3_3_place_gp	1.116	0.4654	0.4266	1546
3_5_place_dp	1.116	0.4709	0.4266	1546
5_1_grt	1.865	0.5182	0.4511	1578
4_1_cts	1.777	0.4794	0.4511	1578
6_report	1.767	0.4860	0.4511	1578
2_1_floorplan	1.013	0.4369	-	1257
[sequential cells by signal (all words and copies together) (netlist names)]
| register | flops |
|---|---|
| player_clock | 32 |
| player_vclock | 31 |
| speed_clk | 27 |
| speed | 26 |
| btn_db.counter | 22 |
| face | 1 |
| facev | 1 |
| prev_btn_level | 1 |
[worst max-delay path: cells and delay by family]
kind	cells	cell delay, ns
AND/OR/NAND/NOR	5	1.21
AND-OR/OR-AND	2	0.54
XOR/XNOR	1	0.16
buffers and inverters	1	0.48
[report_power, final]
part / switching (mW) / leakage (nW) / internal, mW
combinational: 0.254 / 2.47 / 0.182
clock: 0.276 / 0.290 / 0.378
sequential: 0.0397 / 1.19 / 0.636
[cell type report]
| type | instances | area share |
|---|---|---|
| repair buffers | 38 | 0.03210 |
| clock buffers | 18 | 0.03877 |
| inverters | 69 | 0.02340 |
| well taps | 324 | 0.03663 |
| multi-input cells | 974 | 0.5614 |
| clock inverters | 14 | 0.01560 |
| flip-flops and latches | 141 | 0.2921 |
[layer usage]
layer	up-vias	routed length [um]
li1	4431	-
met2	192	9822
met4	0	223
met3	13	1141
met5	-	0
met1	3899	12450
[cells by family after synthesis]
logic type                 count (synthesis)
other                                      1
muxes                                      3
DFF                                      141
buffers and inverters                    142
adders and majority gates                 65
AOI/OAI and AO/OA                        285
and+or+nand+nor                          509
xor gates and xnor gates                 110
[cell usage in the layout, fill, tap and decap left out, types with 10 or more instances in the layout]
cell type / instances
a211oi_1: 11
a21oi_1: 83
a31oi_1: 14
and2_1: 29
and3_1: 23
buf_4: 10
clkbuf_16: 17
clkdlybuf4s50_1: 28
dfxtp_1: 100
edfxtp_1: 41
ha_1: 63
inv_1: 69
nand2_1: 96
nand2b_1: 18
nand3_1: 45
nand4_1: 22
nor2_1: 137
nor2b_1: 11
nor3_1: 38
nor4_1: 28
o211ai_1: 12
o21ai_0: 69
or3_1: 18
or4_1: 15
xnor2_1: 67
xor2_1: 43
[worst min path at each step]
stage / end / slack, ns / cells past startpoint
4_1_cts: player_clock[31] / 0.48 / 2
5_1_grt: player_clock[31] / 0.52 / 2
6_report: player_clock[31] / 0.49 / 2
Power figures rest on the tool's default switching activity, not on a simulated workload.
