### design/flow/constraint.sdc
current_design Ball

set clk_period 9.1
set clk_io_pct 0.2

create_clock -name clk0 -period $clk_period [get_ports {clk}]

set non_clock_inputs [all_inputs -no_clocks]
set_input_delay [expr $clk_period * $clk_io_pct] -clock clk0 $non_clock_inputs
set_output_delay [expr $clk_period * $clk_io_pct] -clock clk0 [all_outputs]
### design/flow/design.v
`timescale 1ns / 1ps
module Ball(
    input clk,
    input reset_n,
    input [11:0] Player_X,
    input [11:0] Player_Y,
    input [11:0] NPC_X,
    input [11:0] NPC_Y,
    input [1:0] game_state,  
    input who_win,  
    input smash,  
    input smash1,
    output [11:0] Ball_X,
    output [11:0] Ball_Y
);
localparam [11:0] Ball_W = 30,
                  Ball_H = 30,
                  Pika_W = 41,
                  Pika_H = 42,
                  VBUF_H = 240,
                  VBUF_W = 320,
                  NET_W = 6,
                  NET_H = 90,
                  NET_POS_X = 160,
                  NET_POS_Y = 150,
                  START_POS_PLAYER_X = 180,
                  START_POS_PLAYER_Y = 30,
                  START_POS_NPC_X = 100,
                  START_POS_NPC_Y = 30,
                  START_V_X = 0,
                  START_V_Y = 2,
                  g = 2, 
                  range = 23,
                  smash_speed = 8,
                  ground_y = 220;
localparam [31:0] smash_cnt_max = 5000;
localparam [31:0] max_number_0 = 1,
                  max_number_1 = 3,
                  max_number_2 = 5;
reg [31:0] pos_x , pos_y;
reg [31:0] v_x , v_y;
reg check_x_dir , check_y_dir;
reg [2:0] smash_times;
reg [31:0] clk_cnt;
reg [31:0] smash_cnt;
wire check_cnt_max;
wire check_smash_cnt_max;
wire palyer_collison;
wire player_left_side , player_right_side , player_top;
wire player_left_e , player_right_e , player_top_e , player_center_e;
wire NPC_left_side , NPC_right_side , NPC_top;
wire NPC_left_e , NPC_right_e , NPC_top_e , NPC_center_e;
wire NPC_collison;
wire player_on_ground , NPC_on_ground;
wire net_collison;
wire net_collison_top;
wire net_collison_side;
reg start;   
reg [31:0] clk_cnt_max;
reg x_dir , y_dir;
initial begin
    clk_cnt_max = max_number_0;
end
assign player_left_side = (pos_x[31:20] + Ball_W >= Player_X  );
assign player_right_side = ( pos_x[31:20] <= Player_X + Pika_W - 2);
assign player_top = (pos_y[31:20] + Ball_H >= Player_Y);
assign player_left_e = (pos_x[31:20] + Ball_W >= Player_X) && (pos_x[31:20] + Ball_W <= Player_X + range);
assign player_right_e = (pos_x[31:20] >= Player_X + Pika_W - range) && (pos_x[31:20] <= Player_X + Pika_W );
assign player_center_e = (pos_x[31:20] + Ball_W >= Player_X + range) && (pos_x[31:20] <= Player_X + Pika_W - range);
assign player_top_e = (pos_y[31:20] + Ball_H >= Player_Y) && ( pos_y[31:20] + Ball_H <= Player_Y + 21);
assign player_collison = (player_right_side && player_left_side &&player_top 
                         && ( pos_y[31:20] <= Player_Y + Pika_H));
assign NPC_left_side = (pos_x[31:20] + Ball_W >= NPC_X +5);
assign NPC_right_side = ( pos_x[31:20] <= NPC_X + Pika_W -7);
assign NPC_top_side = (pos_y[31:20] + Ball_H  >= NPC_Y);
assign NPC_left_e = (pos_x[31:20] + Ball_W >= NPC_X ) && (pos_x[31:20] + Ball_W <= NPC_X + range);
assign NPC_right_e = (pos_x[31:20] >= NPC_X + Pika_W - range) && (pos_x[31:20] <= NPC_X + Pika_W );
assign NPC_center_e = (pos_x[31:20] + Ball_W >= NPC_X + range) && (pos_x[31:20] <= NPC_X + Pika_W - range);
assign NPC_top_e = (pos_y[31:20] + Ball_H  >= NPC_Y) && ( pos_y[31:20] + Ball_H <= NPC_Y + 21);
assign NPC_collison = (NPC_left_side && (NPC_right_side) && (NPC_top_side) && 
                      ( pos_y[31:20] <= NPC_Y + Pika_H));
assign net_collison = (pos_y[31:20] + Ball_H >= NET_POS_Y) && (pos_x[31:20] + Ball_W >= NET_POS_X) && ( pos_x[31:20] <= NET_POS_X + NET_W);
assign net_collison_top  =(pos_y[31:20] + Ball_H == NET_POS_Y) && (pos_x[31:20] + Ball_W >= NET_POS_X) && (pos_x[31:20] <= NET_POS_X + NET_W);
assign player_on_ground =  Player_Y + Pika_H < ground_y;
assign NPC_on_ground = NPC_Y + Pika_H < ground_y;
assign Ball_X = pos_x[31:20];
assign Ball_Y = pos_y[31:20];
assign check_cnt_max = (clk_cnt == clk_cnt_max);
assign check_smash_cnt_max = (smash_cnt == smash_cnt_max);
always @(posedge clk)begin
    if(~reset_n) clk_cnt <= 0;
    else clk_cnt <= (clk_cnt == clk_cnt_max)?0:(clk_cnt + 1);
end 
always @(posedge clk)begin
    if(~reset_n) begin 
        smash_cnt <= 0;
        start <= 0;
    end else if(start)begin
        smash_cnt <= (smash_cnt == smash_cnt_max)?smash_cnt_max:(smash_cnt+1);
        start <= (check_smash_cnt_max)?0:1;
    end else begin
        start <= ( (player_collison && smash) || (NPC_collison && smash1) );
        smash_cnt <= 0;
    end
end
always @(posedge clk)begin
    if(~reset_n || game_state != 2'b10)begin
        pos_x[31:20] <= (who_win)?NPC_X:Player_X;
        x_dir <= 1;
        v_x <= START_V_X;
    end else begin
        if(check_cnt_max) pos_x <= (x_dir) ? (pos_x + v_x):(pos_x - v_x);
        if(pos_x[31:20] == 12'b0) x_dir <= 1;
        else if(pos_x[31:20] + Ball_W == VBUF_W) x_dir <= 0;
        else if(net_collison && pos_x[31:20] + Ball_W == NET_POS_X) x_dir <= 0;
        else if(net_collison && pos_x[31:20] == NET_POS_X + NET_W ) x_dir <= 1;
        else if(player_collison && smash)begin
            x_dir <= 0;
            v_x <= smash_speed;
        end else if(NPC_collison && smash1)begin
            x_dir <= 1;
            v_x <= smash_speed;
        end else if(player_collison && player_left_e && ~check_smash_cnt_max)begin 
            x_dir <= 0;
            v_x <= 2; 
        end else if(player_collison && player_right_e && ~check_smash_cnt_max)begin 
            x_dir <= 1;
            v_x <= 2; 
        end else if(NPC_collison && NPC_left_e && ~check_smash_cnt_max)begin 
            x_dir <= 0;
            v_x <= 2;
        end else if(NPC_collison && NPC_right_e && ~check_smash_cnt_max)begin 
            x_dir <= 1;
            v_x <= 2;
        end else if(NPC_collison && NPC_center_e && ~check_smash_cnt_max)begin
            v_x <= 0;
        end else if(player_collison && player_center_e && ~check_smash_cnt_max)begin    
            v_x <= 0;
        end else x_dir <= x_dir;
    end
end
always @(posedge clk)begin
    if(~reset_n || game_state != 2'b10)begin
        if(who_win) pos_y[31:20] <= START_POS_NPC_Y;
        else pos_y[31:20] <= START_POS_PLAYER_Y;
        y_dir <= 1;
    end else begin
        if(check_cnt_max) pos_y <= (y_dir) ? (pos_y + v_y[31:24]) : ( (pos_y < v_y[31:24])?0:(pos_y - v_y[31:24]));
        if(pos_y[31:20] == 0 || v_y[31:24] == 0)y_dir <= 1;
        else if(( (player_collison && player_on_ground) || (NPC_collison && NPC_on_ground) ) && smash) y_dir <= 1;
        else if(pos_y[31:20] + Ball_H == VBUF_H - 20) y_dir <= 0;
        else if( (player_collison && player_top_e) || (NPC_collison && NPC_top_e    ) || net_collison_top) y_dir <= 0;
        else y_dir <= y_dir; 
    end
end
always @(posedge clk)begin
    if(~reset_n || game_state != 2'b10)begin
        v_y[31:23] <= START_V_Y;
    end else begin
        v_y <= ( y_dir )? (v_y + g) : ( (v_y < g)?0: (v_y - g) );
    end
end
endmodule
### design/flow/run.sh
#!/bin/bash
# OpenROAD 26Q1-2900-gdf79404cd8, Yosys 0.63+post, stock flow scripts
make -C /OpenROAD-flow-scripts/flow DESIGN_CONFIG=/design/flow/config.mk WORK_HOME=/design/flow/orfs finish
### design/flow/config.mk
export PLATFORM = sky130hd
export DESIGN_NAME = Ball
export DESIGN_NICKNAME = Ball
export VERILOG_FILES = /design/flow/design.v
export SDC_FILE = /design/flow/constraint.sdc
export NUM_CORES = 4
export LEC_CHECK = 1
export CORE_UTILIZATION = 50
==> results.toml <==
# flow metrics
[clocking]
clk-insertion-delay-late_ns = 0.44
h-tree-depth = 4
tritoncts = "done"
ctsRootBufferMaster = "clkbuf_16"
cts.sinks = 163
clkTransAtPathRegs_ns = 0.07
cts.repair.resized = 0
cts_buffers = 17
cts.path.max_buffers = 2
cts_setup_buffers = 0
ctsHoldBuffers = 0

[hold_path]
hold_path_depth = 1
hold_class = "reg -> reg"

[final_timing]
tightestPinTransition_ns = 0.975
min_period_ns = 6.22
max_freq_mhz = 161
timing.final.crit_share = 0.684
rsz0062_at_grt = "no"
fin_skew_ns = 0.00760
drv_slew = 0
finalHoldViolations = 0
finalSetupTns_ns = 0
slew_headroom = 0.345
finalSetupViolCount = 0

[route]
wl_met2_um = 22600
routed-wl-met3_um = 2780
avgViaCountPerCell = 5.89
top_layer_used = "met4"
met1_length_um = 25500
routedWlPerCell_um = 18.4
antenna_cells = 0
ant_nets = 0
wl_um = 51900
drtPass1Iterations = 5
drc = 0
vias = 16600
drtIter0Drc = 1062

[global_route]
grt_pass1_wl_um = 83500
grt_max_degree = 60
grt_antenna_before_repair = 0
track_usage = 0.283
grt_pass1_vias = 15300
grt.overflow.total = 0

[place]
place.gp.congestion = 0.986
hpwl_um = 40300
portBuffers = 78

[critical_path]
cp_cell_sequence = "clkdlybuf4s50_1 -> inv_1 -> or3_1 -> nor3b_1 -> xnor2_1 -> ha_1 -> and4_1 -> nand4_1 -> a2111oi_0 -> o31ai_1 -> nor4b_2 -> o21ai_0 -> o221ai_1 -> mux2i_1 -> a21oi_1"
worstPathRequired_ns = 9.43
worstPathArrival_ns = 6.55
endpoint_kind = "flop"
reg2regPathDepth = 16
worstPathMaxFanout = 16
crit_path_start_kind = "input pin"
worstSetupPathType = "in -> reg"
slowest_stage = "clkdlybuf4s50_1"
slowest_delay_ns = 0.84

[final_layout]
lay_top_count = "ha_1"
syn_to_final_growth_pct = 9.36
fillers = 3383
final_core_util = 0.557
layout_top_cells = "ha_1, nor2_1, xnor2_1, nand2_1, a21oi_1"
drive_gt1_frac = 0.0446

[logic_synthesis]
ys_sh_simple = 0.224
async_reset_ff_frac = 0
mux_area_frac = 0.00819
synth_flops = 163
edf_count = 73
synthesis.instances = 2308
synthDistinctLibCells = 88
synth_area_per_cell_um2 = 8.07
ys_seq_frac = 0.214
yosysCellCount = 2308
synthesis.area_mm2 = 0.0186
ys_top_logic_family = "simple AND/OR/NAND/NOR gates"
compound_area_frac = 0.178
xor_area_frac = 0.140
yosys_area_mm2 = 0.0186
fa_ha_area_frac = 0.184
flop_cell = "dfxtp_1"
ys_warn_count = 3

[status]
outcome = "finished, final reports clean"

[power_and_ir_drop]
irDropWorstVdd_uv = 129
powerDensity_mw_per_mm2 = 109
p_leak_uw = 0.00826

[floorplanning]
die_y_um = 195
top_level_ports = 79
die_w_um = 195
core_mm2 = 0.0366
dieArea_mm2 = 0.0380
floorplan.core_util = 0.509
row_count = 70

[flow_run]
warnings = 56
maxCapViolations = 0
==> cell families after synthesis <==
kind of cell	count (synthesis)
AND-OR/OR-AND	510
AND/OR/NAND/NOR	824
multiplexers	15
XOR/XNOR	297
buffers and inverters	227
flip-flops	163
adder cells (fa/ha/maj)	272
==> layer usage <==
layer  global-route usage  up-vias
li1                     -     8456
met1                0.443     7679
met2                0.429      427
met3               0.0384       71
met4               0.0499        0
met5                    0        -
==> final cells by class <==
cell class / instances / area (um^2) / area share
Clock buffer: 17 / 425 / 0.0209
Clock inverter: 15 / 170 / 0.00835
Inverter: 129 / 484 / 0.0238
Multi-Input combinational cell: 1918 / 13700 / 0.671
Sequential cell: 163 / 4000 / 0.196
Tap cell: 468 / 586 / 0.0287
Timing Repair Buffer: 112 / 1040 / 0.0508
==> path summary, 6_finish.rpt <==
| path | start | end | slack, ns |
|---|---|---|---|
| setup / recovery | NPC_X[3] | x_dir$_SDFFE_PP1P_ | 2.88 |
| hold reg to reg | smash_cnt[0]$_SDFF_PP0_ | smash_cnt[0]$_SDFF_PP0_ | 0.46 |
| setup reg to reg | pos_y[21]$_SDFFE_PN1P_ | x_dir$_SDFFE_PP1P_ | 3.75 |
| hold / removal | smash_cnt[0]$_SDFF_PP0_ | smash_cnt[0]$_SDFF_PP0_ | 0.46 |
==> synthesized netlist by cell type, types with 5 or more instances <==
library cell | number | area, um^2
a2111oi_0 | 6 | 52.6
a211oi_1 | 19 | 143
a21boi_0 | 6 | 45.0
a21o_1 | 47 | 353
a21oi_1 | 135 | 676
a221o_1 | 6 | 60.1
a221oi_1 | 5 | 43.8
a22oi_1 | 7 | 52.6
a31oi_1 | 14 | 87.6
and2_1 | 12 | 75.1
and3_1 | 33 | 206
and4_1 | 15 | 131
buf_2 | 6 | 30.0
buf_4 | 24 | 180
clkbuf_1 | 65 | 244
clkinv_1 | 8 | 30.0
dfxtp_1 | 90 | 1800
edfxtp_1 | 73 | 2190
ha_1 | 269 | 3370
inv_1 | 119 | 447
mux2i_1 | 13 | 130
nand2_1 | 176 | 661
nand2b_1 | 22 | 138
nand3_1 | 89 | 445
nand4_1 | 70 | 438
nor2_1 | 209 | 785
nor2b_1 | 20 | 125
nor3_1 | 52 | 260
nor3b_1 | 7 | 52.6
nor4_1 | 25 | 156
o211a_1 | 6 | 60.1
o211ai_1 | 15 | 113
o21a_1 | 19 | 143
o21ai_0 | 112 | 561
o21bai_1 | 14 | 105
o22ai_1 | 18 | 113
o31a_1 | 6 | 52.6
o31ai_1 | 18 | 135
or2_2 | 8 | 50.1
or3_1 | 41 | 257
or4_1 | 16 | 120
xnor2_1 | 199 | 1740
xor2_1 | 98 | 858
==> sequential cells by signal (all words and copies together) (netlist names) <==
| name | flops |
|---|---|
| clk_cnt | 32 |
| v_x | 2 |
| v_y | 31 |
| start | 1 |
| x_dir | 1 |
| pos_x | 31 |
| pos_y | 32 |
| smash_cnt | 32 |
| y_dir | 1 |
==> report_power, final <==
group	leakage, uW	internal [uW]	switching [uW]
clock network	0.000297	413	332
logic	0.00656	281	400
registers	0.00141	779	22.9
total	0.00826	1470	755
==> per-stage QoR <==
stage               cells  worst slack, ns  area (um^2)  hold slack [ns]  power, uW
floorplan            2308             3.65        18600            0.425       1270
detailed placement   2790             2.47        19800            0.447       1490
global route         2822             2.33        20400            0.521       2370
CTS                  2822             2.93        20400            0.463       2240
finish               2822             2.88        20400            0.461       2230
global placement     2790             2.53        19800            0.441       1490
==> worst max-delay path: cells and delay by family <==
family                     cells  cell delay [ns]
and+or+nand+nor                5             1.89
adders and majority gates      1             0.30
xor gates and xnor gates       1             0.11
muxes                          1             0.23
buffers and inverters          2             1.05
AOI/OAI and AO/OA              5             1.12
Power and IR drop assume default switching activity.
