<file path="./run.sh">
#!/bin/bash
# OpenROAD 26Q1-2900-gdf79404cd8, Yosys 0.63+post, stock flow scripts
make -C /OpenROAD-flow-scripts/flow DESIGN_CONFIG=/design/flow/config.mk WORK_HOME=/design/flow/orfs finish
</file>
<file path="./config.mk">
export PLATFORM = sky130hd
export DESIGN_NAME = npc
export DESIGN_NICKNAME = npc
export VERILOG_FILES = /design/flow/design.v
export SDC_FILE = /design/flow/constraint.sdc
export NUM_CORES = 4
export LEC_CHECK = 1
export CORE_UTILIZATION = 50
</file>
<file path="./constraint.sdc">
current_design npc

set clk_period 10.3
set clk_io_pct 0.2

create_clock -name clk0 -period $clk_period [get_ports {clk}]

set non_clock_inputs [all_inputs -no_clocks]
set_input_delay [expr $clk_period * $clk_io_pct] -clock clk0 $non_clock_inputs
set_output_delay [expr $clk_period * $clk_io_pct] -clock clk0 [all_outputs]
</file>
<file path="./design.v">
`timescale 1ns / 1ps
module npc(
    input clk,
    input reset_n,
    input  [11:0] ball_pos_x,
    input  [11:0] ball_pos_y,
    input game_mode,  
    input [1:0] game_state,  
    output [11:0] npc_pos_x,
    output [11:0] npc_pos_y
);
reg [31:0] npc_clock;
reg [31:0] npc_vclock;
reg [20:0] doziness_clock;  
wire [9:0] pos;
wire [9:0] pos_v;
reg [26:0] speed;
reg [26:0] speed_clk;
localparam VBUF_W = 320;
localparam VBUF_H = 240;
localparam NPC_W = 41;
localparam NPC_H = 42;
localparam BALL_DIST = 18;
parameter gravity = 27'd1;
parameter init_speed = 27'd4;
assign npc_pos_x = npc_clock[31:20];
assign npc_pos_y = {2'b00, npc_vclock[31:22]};
reg face_v;
always @(posedge clk) begin
    if (~reset_n || game_state == 1) npc_clock[31:20] <= 1;
    else if (~(npc_clock[31:20] + NPC_W > 160) && ball_pos_x > npc_pos_x + BALL_DIST + npc_clock[1:0]
            && (game_mode == 0 || doziness_clock < 21'd700_000))
        npc_clock <= npc_clock + 1;
    else if (~(npc_clock[31:20] <= 0) && ball_pos_x < npc_pos_x + BALL_DIST + npc_clock[1:0]
            && (game_mode == 0 || doziness_clock < 21'd700_000))
        npc_clock <= npc_clock - 1;
end
always @(posedge clk) begin
    if (~reset_n || game_state == 1 ) npc_vclock[31:22] <= VBUF_H - NPC_H - 21;
    else if (face_v && npc_vclock[31:22] > 0)
        npc_vclock <= npc_vclock - speed;
    else if (~face_v && npc_vclock[31:22] + NPC_H < VBUF_H - 20)
        npc_vclock <= npc_vclock + speed;
end
always @(posedge clk) begin
    if (~reset_n) begin
        speed <= 0;
        face_v <= 1;
        speed_clk <= 0;
    end else if (ball_pos_y <= 80 && npc_vclock[31:22] == (VBUF_H - NPC_H - 20)) begin
        speed <= 20;
        face_v <= 1;
    end else if (face_v && speed_clk > 27'd8388608) begin
        if (speed == 0) face_v <= 0;
        else speed <= speed - 4;
        speed_clk <= 0;
    end else if (~face_v && npc_vclock[31:22] + NPC_H < VBUF_H - 20 && speed_clk > 27'd8388608) begin
        speed <= speed + 2;
        speed_clk <= 0;
    end else speed_clk <= speed_clk + 1;
end
always @(posedge clk) begin
    if (~reset_n) doziness_clock <= 0;
    else if (game_mode == 1 && doziness_clock < 21'd1_000_000) doziness_clock <= doziness_clock + 1;
    else doziness_clock <= 0;
end
endmodule
</file>
==> flow_summary_export.csv <==
group,metric,value,unit
floorplan,die_x,149.9,um
yosys,top_area_cell,"dfxtp_1",
final_timing,worst_pin_slew,967.7,ps
yosys,synth-edff-count,41,
final_timing,drv_slew,0,
job,warnings,58,
drt,routedWlPerCell,17.20,um
final_timing,slew-limit-headroom,0.3489,
global_routing,overflow,0,
critical_path,cp.required,10650,ps
final_timing,max_freq,190.4,MHz
drt,antenna_cells,0,
final_layout,layout_top_cells,"nor2_1, a21oi_1, dfxtp_1, nand2_1, o21ai_0",
global_routing,grt_max_degree,36,
critical_path,max_stage_delay,530,ps
floorplan,initial_core_util,0.5152,
clock_network,cts.clk_slew.worst_paths,70,ps
power,power_density,143.7,mW/mm^2
place,portBuffers,50,
critical_path,r2r_end,"npc_clock[31]$_SDFFE_PP0P_",
min_path,min_path_cells,1,
power,intPower,1.146,mW
global_routing,grt_first_pass_wirelength,48110,um
floorplan,io_pins,53,
power,power.switching,0.5932,mW
critical_path,path_cells,"inv_1 -> ha_1 -> inv_1 -> ha_1 -> inv_1 -> fa_1 -> nor3b_1 -> a21oi_1 -> nor2_1 -> nand3_1 -> xor2_1 -> ha_1 -> a21oi_1 -> o21ai_0 -> a211oi_1 -> a21oi_1 -> or2_2 -> nor3_1 -> nand3_1 -> or4_1 -> a21oi_1",
clock_network,clock_tree.htree_level_count,4,
critical_path,critPathKind,"register to register",
min_path,min_from,"doziness_clock[0]$_SDFF_PN0_",
critical_path,reg2reg_slack,5050,ps
yosys,top_cells_by_area,"dfxtp_1, edfxtp_1, ha_1, xnor2_1, a21oi_1",
drt,drt_first_pass_iters,5,
final_timing,fin_worst_skew,15.70,ps
critical_path,worst_r2r_path_depth,21,
final_layout,area_delta_synth_final,10.74,%
power,p_seq_frac,0.377,
yosys,yosysWarnings,1,
clock_network,cts_hold_buf,0,
critical_path,worstSetupStartpointType,"register",
critical_path,arrival,5600,ps
yosys,ys_ff,138,
yosys,syn_area,0.01093,mm^2
floorplan,core,0.02122,mm^2
final_layout,final_util,0.5705,
power,p_comb_frac,0.262,
final_timing,finalHoldViolCount,0,
global_routing,first_global_vias,9311,
yosys,avgSynthCellArea,7.770,um^2
job,max-cap-violations,0,
final_timing,setup_viol,0,
drt,drc_errors,0,
yosys,ys_seq_share,0.2903,
critical_path,critical-path-top-delay-family,"simple AND/OR/NAND/NOR gates",
yosys,async_flop_share,0,
power,finalPower,1.740,mW
critical_path,cp_max_fo,8,
drt,drtAntennaViolNets,0,
place,place_inst,1661,
critical_path,cp_common_cell,"a21oi_1",
clock_network,cts_buffer_depth,2,
yosys,top_area_frac,0.1776,
clock_network,cts_resized,0,
yosys,yosys.cell_types.count,74,
critical_path,r2r_start,"npc_clock[21]$_SDFFE_PP0P_",
final_timing,grt_setup_unrepaired,"no",
floorplan,chipArea,0.02246,mm^2
power,leakagePower,4.393,nW
floorplan,die_y,149.9,um
final_layout,lay_top_count,"nor2_1",
yosys,netlist_instances,1407,
critical_path,cp-end-kind,"register",
global_routing,grt_usage,0.2768,
drt,wl,29120,um
final_layout,layout-drive-gt1-share,0.05007,
min_path,hp-class,"register to register",
yosys,synth_stat.cells,1407,
final_timing,fin_crit,5253,ps
power,peakVddDrop,115.7,uV
drt,initialDrtViolationCount,535,
critical_path,crit_buf_inv,3,
drt,via_count,9982,
outcome,status,"finished, final reports clean",
place,dp_hpwl,21710,um
floorplan,rows,53,
global_routing,antenna_found_initial,0,
drt,viasPerCell,5.896,
clock_network,clk_latency,420,ps
power,clock_power_share,0.360,
clock_network,cts-root-buf,"clkbuf_16",
final_timing,tns,0,ps
min_path,hold_path_end,"doziness_clock[0]$_SDFF_PN0_",
yosys,synth-area-yosys,0.01093,mm^2
final_layout,instances_no_fill,1693,
place,gp_congestion,0.9543,
clock_network,cts_setup_buffers,0,
clock_network,cts_tree,"built",
clock_network,cts.sinks,138,
final_timing,fin_crit_sh,0.5100,
power,power.share.switching,0.3410,
critical_path,slowest_stage,"nor3_1",
clock_network,cts_buffers,17,
yosys,flop_cell,"dfxtp_1",
-- metrics by stage --
step | worst slack (ps) | hold WS (ps) | cell area, um^2
after floorplan | 5000 | 425.8 | 10940
after global placement | 5059 | 440.2 | 11500
after detailed placement | 4961 | 446.9 | 11500
after CTS | 5067 | 464.4 | 12110
after global routing | 4619 | 486.6 | 12110
final | 5047 | 460.6 | 12110
-- cells in the mapped netlist, types with 21 or more instances --
master    instances
a21oi_1         120
a31oi_1          21
and3_1           23
buf_4            24
clkbuf_1         63
dfxtp_1          97
edfxtp_1         41
ha_1             82
inv_1            85
nand2_1          95
nand3_1          57
nand4_1          28
nor2_1          148
nor3_1           54
nor4_1           26
o21ai_0          87
or3_1            28
xnor2_1          76
xor2_1           25
-- kinds of logic (layout without fill, tap and decap cells) --
| logic type | Yosys count | in the layout | share of synthesized area |
|---|---|---|---|
| and+or+nand+nor | 535 | 535 | 0.2454 |
| adders and majority gates | 85 | 85 | 0.09935 |
| buffers and inverters | 173 | 182 | 0.06776 |
| other | 1 | 3 | 0.0003430 |
| muxes | 9 | 9 | 0.008355 |
| xor gates and xnor gates | 101 | 101 | 0.08092 |
| DFF | 138 | 138 | 0.2903 |
| AOI/OAI and AO/OA | 365 | 365 | 0.2076 |
-- layout make-up --
class,instances,area [um^2]
clock buffer,17,425.4
multi-input combinational,1098,7054
clock inverter,15,176.4
sequential,138,3173
inverter,85,319.1
fill,1984,9115
timing repair buffer,65,613.1
tap,275,344.1
-- layer usage --
| metal | global-route usage | part of all wire |
|---|---|---|
| met1 | 0.3997 | 0.46 |
| met2 | 0.4606 | 0.48 |
| met3 | 0.03012 | 0.041 |
| met4 | 0.05152 | 0.020 |
| met5 | 0 | 0 |
-- power by group through the flow --
| stage | Sequential [mW] | Clock [mW] | Combinational (mW) |
|---|---|---|---|
| CTS | 0.656 | 0.642 | 0.452 |
| global route | 0.663 | 0.664 | 0.505 |
| finish | 0.657 | 0.627 | 0.456 |
-- worst register-to-register path, cell delays in order (launching register included) --
cell	delay (ps)
dfxtp_1	450
inv_1	110
ha_1	300
inv_1	60
ha_1	170
inv_1	60
fa_1	400
nor3b_1	300
a21oi_1	170
nor2_1	230
nand3_1	120
xor2_1	170
ha_1	320
a21oi_1	180
o21ai_0	120
a211oi_1	220
a21oi_1	150
or2_2	330
nor3_1	530
nand3_1	230
or4_1	430
a21oi_1	140
-- registers in the layout, summed over array words and instances, names as in the netlist --
signal and count:
npc_vclock 31, speed_clk 27, npc_clock 32, doziness_clock 21, speed 26, face_v 1
-- worst max path at each step --
| stage | start | endpoint | slack, ps | depth (start not counted) |
|---|---|---|---|---|
| global route | npc_clock[21]$_SDFFE_PP0P_ | npc_clock[31]$_SDFFE_PP0P_ | 4620 | 21 |
| CTS | npc_clock[21]$_SDFFE_PP0P_ | npc_clock[31]$_SDFFE_PP0P_ | 5070 | 21 |
| finish | npc_clock[21]$_SDFFE_PP0P_ | npc_clock[31]$_SDFFE_PP0P_ | 5050 | 21 |
No activity file was given, so power comes from the tool's default toggle rates.
